===== run.sh =====
#!/bin/bash
# OpenROAD 26Q1-2900-gdf79404cd8, Yosys 0.63+post, stock flow scripts
make -C /OpenROAD-flow-scripts/flow DESIGN_CONFIG=/design/flow/config.mk WORK_HOME=/design/flow/orfs finish

===== config.mk =====
export PLATFORM = sky130hd
export DESIGN_NAME = InstructionMemory
export DESIGN_NICKNAME = InstructionMemory
export VERILOG_FILES = /design/flow/design.v
export SDC_FILE = /design/flow/constraint.sdc
export NUM_CORES = 4
export LEC_CHECK = 1
export CORE_UTILIZATION = 50
export SYNTH_MEMORY_MAX_BITS = 65536

===== constraint.sdc =====
current_design InstructionMemory

set clk_period 28.8
set clk_io_pct 0.2

create_clock -name clk0 -period $clk_period [get_ports {clk}]

set non_clock_inputs [all_inputs -no_clocks]
set_input_delay [expr $clk_period * $clk_io_pct] -clock clk0 $non_clock_inputs
set_output_delay [expr $clk_period * $clk_io_pct] -clock clk0 [all_outputs]

===== design.v =====
module InstructionMemory (  
    input clk,                   
    input [7:0] address,         
    input write_enable,          
    input [23:0] data_in,        
    output reg [23:0] data_out   
);
    reg [23:0] memory [0:255];   
    always @(posedge clk) begin
        if (write_enable) begin
            memory[address] <= data_in;  
        end
        data_out <= memory[address];    
    end
endmodule

==> metrics.csv <==
stage,metric,value,unit
setup_path,r2r_start,memory[107][22]$_DFFE_PP_,
setup_path,worst-path-max-fanout,72,
global_route,largest_net_degree_at_the_start_of_global_routing,120,
global_route,number_of_global_route_vias_before_repair,122900,
sta,finalWorstPathRequiredPeriod,11.82,ns
pwr,power.share.combinational,4.6,%
clock_network,ctsResizeCount,0,
setup_path,critical_path.n_buffers_inverters,9,
sta,final_max_slew_viol_count,0,
sta,worstMarginPinSlew,1.366,ns
yosys,total_cells_reported_by_yosys_after_synthesis,9907,
sta,fmax,84.64,MHz
final_layout,layout.filler_cells,32230,
global_route,grt_pass1_wl,897.3,mm
setup_path,cp.required,29.73,ns
yosys,synth_seq_share,79.65,%
setup_path,crit_slowest_cell,sky130_fd_sc_hd__o41ai_1,
sta,setup-tns-final,0,ns
sta,worst_hold_slack,0.9253,ns
placement,dpl.cell_count,16180,
global_route,grt_usage,31.40,%
yosys,postSynthRegisterBits,6168,
run_status,status,"complete, no violations",
final_layout,post-route-util,57.24,%
pwr,power-per-cell-area,70.21,mW/mm²
setup_path,cpMostUsedCell,sky130_fd_sc_hd__buf_4,
pwr,seq_power_share,53.5,%
yosys,synth-area-yosys,0.2322,mm²
setup_path,startpoint_class,input pin,
yosys,syn_area_per_cell,23.44,µm²
setup_path,critPathKind,in2reg,
floorplan,io-pin-count,58,
clock_network,clkSinkCount,6168,
yosys,cell_area_after_synthesis,0.2322,mm²
floorplan,fp.dieH,683.5,µm
final_layout,drive_above_1_share,30.47,%
floorplan,die_area,0.4672,mm²
routing,number_of_nets_still_failing_antenna_checks_after_routing,0,
setup_path,cp.arrival,12.75,ns
floorplan,fp.dieW,683.5,µm
setup_path,crit_start,address[0],
global_route,grt.overflow.total,0,
clock_network,cts_max_level,6,
global_route,number_of_antenna_violations_at_the_first_check_in_global_routing,35,
pwr,ir_worst_vdd,0.00007099,V
routing,drt-vias-per-instance,6.343,
clock_network,clk_path_buf_depth,4,
job,tool_warnings,35,
yosys,yosys_warnings,1,
clock_network,tritoncts.num_buffers,624,
sta,slew-limit-headroom,7.739,%
placement,gp_congestion,0.9024,
clock_network,clk_pin_slew,0.06,ns
clock_network,cts_tree,done,
routing,first_pass_iters,5,
clock_network,cts.hold.buffers_added,0,
routing,vias,109900,
routing,drt_first_iter_violations,7535,
yosys,yosys.cell_types.count,22,
yosys,gate_count_post_synth,9907,
global_route,busiest_grt_layer,met2,
setup_path,cpLargestDelayFamily,buffers and inverters,
routing,drc,0,
pwr,power.switching_fraction,21.00,%
sta,clock_skew,0.05401,ns
placement,dpl.hpwl,364.0,mm
job,max-cap-violations,0,
pwr,clock_power_share,41.9,%
min_path,hold_class,reg2reg,
pwr,power.leakage,80.96,nW
clock_network,clock_tree.root_cell,sky130_fd_sc_hd__clkbuf_16,
global_route,groute.layer.met1.usage,35.72,%
pwr,internal_power,14.64,mW
global_route,grt.met2_usage,43.06,%
final_layout,layoutNonFillerInstCount,17330,
pwr,total_switching_power,3.892,mW
sta,final_hold_viol_count,0,
floorplan,std_cell_rows,249,
sta,grt_setup_unrepaired,false,
final_layout,flow.area_growth_from_synthesis,13.66,%
min_path,hold_path_startpoint,memory[210][9]$_DFFE_PP_,
clock_network,worstSkewPairLatency,1.12,ns
sta,timing.final.crit_share,41.02,%
setup_path,endpoint_kind,flop,
clock_network,post_cts.repair.setup_buffers,0,
placement,port-buffer-count,57,
routing,wl,637.4,mm
setup_path,crit_chain,buf_16 -> buf_12 -> buf_4 -> buf_4 -> buf_4 -> buf_4 -> buf_4 -> buf_4 -> mux4_2 -> a22oi_1 -> a21oi_1 -> o41ai_1 -> buf_4 -> nand4_1,
setup_path,critical_path.max_stage_delay,1.04,ns
floorplan,starting_density_of_the_core,50.36,%
global_route,globalRouteMet3Util,27.35,%
routing,wire_per_inst,36.79,µm
floorplan,floorplan_core_area,0.4611,mm²
sta,setup_viol_count_final,0,
-- Yosys cell counts --
| cell | n | share of area, % |
|---|---|---|
| sky130_fd_sc_hd__edfxtp_1 | 6144 | 79 |
| sky130_fd_sc_hd__or2_2 | 2 | 0.0054 |
| sky130_fd_sc_hd__buf_2 | 135 | 0.29 |
| sky130_fd_sc_hd__nor2b_1 | 7 | 0.019 |
| sky130_fd_sc_hd__nand3_1 | 13 | 0.028 |
| sky130_fd_sc_hd__nor2_1 | 232 | 0.37 |
| sky130_fd_sc_hd__a21oi_1 | 384 | 0.83 |
| sky130_fd_sc_hd__buf_6 | 18 | 0.087 |
| sky130_fd_sc_hd__inv_1 | 1 | 0.0016 |
| sky130_fd_sc_hd__nor3_1 | 30 | 0.065 |
| sky130_fd_sc_hd__nand2b_1 | 6 | 0.016 |
| sky130_fd_sc_hd__nand4_1 | 24 | 0.065 |
| sky130_fd_sc_hd__o41ai_1 | 96 | 0.36 |
| sky130_fd_sc_hd__and2_1 | 3 | 0.0081 |
| sky130_fd_sc_hd__buf_4 | 21 | 0.068 |
| sky130_fd_sc_hd__mux4_2 | 1536 | 15 |
| sky130_fd_sc_hd__a22oi_1 | 768 | 2.5 |
| sky130_fd_sc_hd__nand2_1 | 28 | 0.045 |
| sky130_fd_sc_hd__dfxtp_1 | 24 | 0.21 |
| sky130_fd_sc_hd__clkbuf_1 | 349 | 0.56 |
| sky130_fd_sc_hd__buf_1 | 85 | 0.14 |
| sky130_fd_sc_hd__or3_1 | 1 | 0.0027 |
-- registers in the layout, indices dropped and copies added (netlist names) --
name and count:
data_out 24, memory 6144
-- through the flow --
stage,cell area [µm²],total power [mW],worst slack (ns)
after global placement,244300,10.95,15.66
after global routing,263900,19.03,16.17
after floorplan,232200,10.51,19.82
after CTS,263800,18.65,16.78
after detailed placement,244400,10.96,15.63
final,263900,18.53,16.98
-- tightest hold or removal path: cells and delay by family (launching register included) --
family / cells / cell delay (ns)
and+or+nand+nor: 1 / 0.08
muxes: 1 / 0.22
DFF: 1 / 0.31
AOI/OAI and AO/OA: 3 / 0.29
-- power groups by stage --
stage	clock network (mW)	logic, mW	registers (mW)
global route	8.21	0.915	9.91
finish	7.76	0.858	9.92
CTS	7.87	0.863	9.92
-- placed cells by master, fill, tap and decap left out, types with 3 or more instances in the layout --
master                            count
sky130_fd_sc_hd__nor2_2             224
sky130_fd_sc_hd__dfxtp_1             24
sky130_fd_sc_hd__nand2b_1             4
sky130_fd_sc_hd__clkbuf_8             5
sky130_fd_sc_hd__buf_4              658
sky130_fd_sc_hd__nor2b_4              4
sky130_fd_sc_hd__clkinv_4             3
sky130_fd_sc_hd__nor3_2              30
sky130_fd_sc_hd__clkinv_2            86
sky130_fd_sc_hd__nand2_1             20
sky130_fd_sc_hd__inv_6               18
sky130_fd_sc_hd__buf_12              14
sky130_fd_sc_hd__clkdlybuf4s50_1     31
sky130_fd_sc_hd__clkinv_1           135
sky130_fd_sc_hd__clkbuf_1           152
sky130_fd_sc_hd__nand2_2              7
sky130_fd_sc_hd__nor2_1               4
sky130_fd_sc_hd__nand3_2              8
sky130_fd_sc_hd__a21oi_2             11
sky130_fd_sc_hd__o41ai_2             39
sky130_fd_sc_hd__buf_8               24
sky130_fd_sc_hd__a22oi_1            768
sky130_fd_sc_hd__edfxtp_1          6144
sky130_fd_sc_hd__mux4_2            1536
sky130_fd_sc_hd__inv_16               8
sky130_fd_sc_hd__bufinv_16           42
sky130_fd_sc_hd__clkinv_8            12
sky130_fd_sc_hd__diode_2             37
sky130_fd_sc_hd__o41ai_1             57
sky130_fd_sc_hd__clkinvlp_4          10
sky130_fd_sc_hd__nand3_1              5
sky130_fd_sc_hd__nor2_4               4
sky130_fd_sc_hd__a21oi_1            373
sky130_fd_sc_hd__clkbuf_16          639
sky130_fd_sc_hd__nand4_1             24
-- final cells by class --
type                       count  area (µm²)  area share, %
clock inverter               315        2824          1.070
sequential                  6168      185000          70.08
timing repair buffer         730        5951          2.255
antenna                       37       92.59        0.03508
multi-input combinational   3130       45780          17.34
inverter                       1       3.754       0.001422
clock buffer                 796       16630          6.300
tap                         6149        7694          2.915
-- cells by family after synthesis --
kind of cell	after synthesis	synth area share (%)
compound gates	1248	3.672
buf+inv	609	1.149
flops	6168	79.65
mux	1536	14.90
simple gates	346	0.6288
-- routing by layer --
| metal | vias to the layer above | routed length [µm] |
|---|---|---|
| li1 | 44540 | - |
| met1 | 55720 | 176300 |
| met2 | 8396 | 295700 |
| met3 | 1204 | 127400 |
| met4 | 40 | 36410 |
| met5 | - | 1535 |
-- path summary, 6_finish.rpt --
check,to,slack (ns),cells past startpoint
max reg2reg,data_out[22]$_DFF_P_,25.64,7
max,data_out[22]$_DFF_P_,16.98,14
min,data_out[9]$_DFF_P_,0.93,5
min reg2reg,data_out[9]$_DFF_P_,0.93,5
Power and IR drop assume default switching activity.
